===== config.mk =====
export PLATFORM = sky130hd
export DESIGN_NAME = ex2_1
export DESIGN_NICKNAME = ex2_1
export VERILOG_FILES = /design/flow/design.v
export SDC_FILE = /design/flow/constraint.sdc
export NUM_CORES = 4
export LEC_CHECK = 1
export CORE_UTILIZATION = 40
export SYNTH_HDL_FRONTEND = slang

===== constraint.sdc =====
current_design ex2_1

set clk_period 17.5
set clk_io_pct 0.2

create_clock -name clk0 -period $clk_period [get_ports {clk}]

set non_clock_inputs [all_inputs -no_clocks]
set_input_delay [expr $clk_period * $clk_io_pct] -clock clk0 $non_clock_inputs
set_output_delay [expr $clk_period * $clk_io_pct] -clock clk0 [all_outputs]

===== design.v =====
module ex2_1 (
	      input 		  clk, rst, validi,
	      input [31:0] 	  data_in,
	      output logic 	  valido, 
	      output logic [31:0] data_out
	      );
   enum 			  {S0, S1, S2} state = S0, next = S0;
   logic [31:0] 		  a;
   logic [31:0]                   b;
   always_ff @(posedge clk or posedge rst) begin
      if (rst) begin
	 data_out <= 32'b0;
	 valido <= 1'b0;
	 state = S0;
      end
      else begin
         a <= b;
         b <= data_in;
	 case (state)
	   S0: begin
	      valido <= 1'b0;
	      if (validi) begin
		 next = S1;
	      end
	   end
	   S1: begin
	      if (validi) begin
		 next = S2;
	      end
	      else begin
		next = S0;
              end
	   end
	   S2: begin
	      if (validi) begin
		 data_out <= a * b + data_in;
		 valido <= 1'b1;
                 next = S2;
	      end
              else begin
                next = S0;
                valido <= 1'b0;
              end
	   end
	 endcase
	 state = next;
      end
   end
endmodule

===== run.sh =====
#!/bin/bash
# OpenROAD 26Q1-2900-gdf79404cd8, Yosys 0.63+post, stock flow scripts
make -C /OpenROAD-flow-scripts/flow DESIGN_CONFIG=/design/flow/config.mk WORK_HOME=/design/flow/orfs finish

==> run notes <==
Implementation results.

The arrival time of data at the critical path endpoint is between 10 and 15 ns. The top fanout value on the critical path is 6. The cell chosen for the clock root is sky130_fd_sc_hd__clkbuf_16.

The chip height is ~240 um. The actual transition at the worst max-transition pin is roughly 0.83 ns. The post-detailed-route count of antenna-violating nets is 0. Looking at the cell usage after synthesis, the top flip-flop cell is sky130_fd_sc_hd__edfxtp_1. The number of warnings reported in the yosys synthesis log is 0. Counting flops with a built-in enable in the synthesized netlist gives between 90 and 100.

The synthesis stat section lists a flop and latch total of between 150 and 200. TritonRoute output was used to compute an average wire per cell of ~18 um. The initial cell density of the core is 40.9%. The vias per cell is a little under 5. Dividing the final minimum period by the clock period gives 57.3%. The number of H-tree branching levels is 4. Setup repair after global routing left no endpoint under its margin. The count of port buffers added during placement is roughly 67. The total of max-cap violations is 0. The number of warnings in the stage logs is 25. The relative max-transition margin is between 40% and 50%. The synthesized netlist was found by Yosys to have about 2200 cells. After detailed routing, the number of remaining DRC violations is 0. Summed over all nets, the half-perimeter wirelength after detailed placement is ~42000 um.

The sort of element at the end of the critical path is a register. Clock skew on the completed layout was measured at between 0.01 and 0.015 ns. The area of the synthesized netlist per yosys stat is roughly 22000 um2. On the worst setup and hold paths after CTS, the clock-pin slew comes to around 0.080 ns. The clock latency on the worst-skew pair is around 0.49 ns. The number of cells upsized or downsized after cts is 0. Ranked by instance count, the synthesized netlist is headed by sky130_fd_sc_hd__inv_1 (492), sky130_fd_sc_hd__fa_1 (438), sky130_fd_sc_hd__and2_1 (343).

The width of the die is around 240 um. The fill cell total of the finished layout is between 5000 and 6000. The number of rows created at floorplan is ~85. The final max-slew violation count recorded for this run is 0. The final critical-path required period is about 10 ns. Summed over all routing layers, the global router reports a total usage of roughly 22%. The total global routing overflow is 0. In this run, the number of DRC markers left after iteration 0 of detailed routing was around 500. The synthesized area is 22200 um2. The number of distinct standard cells referenced by the synthesized netlist is ~59. The fraction of the yosys area taken by sequential cells is 20.3%. After synthesis, the share of flip-flops with an asynchronous set or reset is between 40% and 50%.

The final design area excluding fillers is 24200 um2. The flow ran to the end, and the final reports show no timing, DRC or antenna violations. The number of clock sinks is 161.

The pin count of the biggest net entering global routing is roughly 67. By area the synthesized netlist is led by sky130_fd_sc_hd__fa_1 (40%), sky130_fd_sc_hd__edfxtp_1 (13%), sky130_fd_sc_hd__and2_1 (9.7%). The number of vias after detailed routing is 14216. The type of the worst min-delay path is register to register. The number of global-route vias before repair is 16020. The critical setup path kind is input port to register. The total clock buffers created by CTS is 17. The setup violation total in the final timing report is 0. The number of antenna violations at the first check in global routing is 1.

Between the synthesized netlist and the finished layout, the area growth was recorded as 9.39%. The cell type with the largest total area after synthesis is sky130_fd_sc_hd__fa_1. The number of hold-slack violations in the final timing report is 0. The total wire length after detailed routing is ~54000 um. The post-CTS repair timing setup buffer count is 0. The first-pass GRT wire length is 89100 um. The library cell with the highest instance count after synthesis is sky130_fd_sc_hd__inv_1. Hold repair after CTS inserted 0 buffers. STA puts the critical path data required time at approximately 18 ns. The timing-limited maximum frequency is between 0.09 and 0.1 GHz.

TritonCTS built the clock tree. The layout summary lists the proportion of cells stronger than drive strength 1 as between 3 and 4%. The overall die area is around 56000 um2. The top-area cell type share of the netlist area is 39.6%.

Pin placement for this block handled between 60 and 70 I/O pins. In the final timing run, aggregate negative setup slack is 0 ns. The sort of element at the start of the critical path is an input port.

Per the post-synthesis stats, the area per cell is 10.1 um2. The maximum buffer depth of the clock tree is 2. The cell area after placement is ~24000 um2. Routability-driven placement finished with a final weighted congestion of about 0.91. The iteration count recorded for the first detailed-route pass is 4. The area inside the core boundary is 54200 um2. The number of inserted diodes is 0. The cell count after synthesis came out at approximately 2200.
==> cell type report <==
type / count / area, um2 / share of cell area [%]
Tap cell: 696 / 871 / 3.59
Sequential cell: 161 / 4510 / 18.6
Clock inverter: 14 / 170 / 0.702
Multi-Input combinational cell: 1435 / 15400 / 63.7
Inverter: 492 / 1850 / 7.64
Timing Repair Buffer: 108 / 978 / 4.04
Clock buffer: 18 / 429 / 1.77
==> critical path, cell delays in order <==
cell and delay (ns):
sky130_fd_sc_hd__clkdlybuf4s50_1 0.56, sky130_fd_sc_hd__inv_1 0.09, sky130_fd_sc_hd__fa_1 0.51, sky130_fd_sc_hd__fa_1 0.54
sky130_fd_sc_hd__inv_1 0.05, sky130_fd_sc_hd__fa_1 0.47, sky130_fd_sc_hd__inv_1 0.05, sky130_fd_sc_hd__fa_1 0.53
sky130_fd_sc_hd__inv_1 0.06, sky130_fd_sc_hd__fa_1 0.48, sky130_fd_sc_hd__fa_1 0.50, sky130_fd_sc_hd__fa_1 0.49
sky130_fd_sc_hd__inv_1 0.05, sky130_fd_sc_hd__fa_1 0.48, sky130_fd_sc_hd__inv_1 0.04, sky130_fd_sc_hd__ha_1 0.33
sky130_fd_sc_hd__a21o_1 0.20, sky130_fd_sc_hd__a21o_1 0.18, sky130_fd_sc_hd__a21oi_1 0.21, sky130_fd_sc_hd__o21ai_0 0.15
sky130_fd_sc_hd__or3_1 0.33, sky130_fd_sc_hd__o221ai_1 0.29, sky130_fd_sc_hd__xor2_1 0.20, sky130_fd_sc_hd__o21ai_1 0.08
==> per-stage QoR <==
| step | utilization [%] | hold WS (ns) | setup slack (ns) | instances |
|---|---|---|---|---|
| 6_report | 44.7 | 0.445 | 7.47 | 2924 |
| 3_5_place_dp | 43.6 | 0.435 | 6.93 | 2892 |
| 5_1_grt | 44.7 | 0.456 | 7.03 | 2924 |
| 2_1_floorplan | - | 0.421 | 7.92 | 2184 |
| 4_1_cts | 44.7 | 0.441 | 7.44 | 2924 |
| 3_3_place_gp | 43.6 | 0.439 | 6.94 | 2892 |
==> cell usage in the layout, fill, tap and decap left out, drive strengths merged, types with 4 or more instances in the layout <==
cell / instances
nor4: 8
inv: 500
xnor2: 59
nand4: 5
a21oi: 22
nand2b: 4
edfxtp: 96
nand2: 252
dfrtp: 65
fa: 438
o31ai: 5
a211oi: 4
clkinv: 4
buf: 41
a21o: 11
a31oi: 4
clkbuf: 18
o21ai: 37
and2: 343
nor3: 6
clkdlybuf4s50: 67
nor2: 17
xor2: 20
nor2b: 32
o21a: 8
ha: 124
==> kinds of logic after synthesis <==
| family | count (synthesis) | synth area share (%) |
|---|---|---|
| and+or+nand+nor | 677 | 16.1 |
| AOI/OAI and AO/OA | 112 | 3.49 |
| xor gates and xnor gates | 80 | 3.22 |
| muxes | 4 | 0.186 |
| buffers and inverters | 588 | 10.1 |
| adders and majority gates | 562 | 46.6 |
| DFF | 161 | 20.3 |
==> flip-flops by register name, indices dropped and copies added (netlist names) <==
signal and flops:
a 32, b 32, data_out 32, next 32, state 32, valido 1
==> layer usage <==
metal | up-vias | routed length (um) | GRT usage [%]
li1 | 6494 | - | -
met1 | 7021 | 21300 | 30.8
met2 | 620 | 23800 | 31.9
met3 | 77 | 7630 | 14.0
met4 | 4 | 1200 | 3.79
met5 | - | 90 | 1.13
==> final timing paths <==
kind | start | end | slack (ns) | cells past startpoint
setup reg to reg | b[4]$_DFFE_PN_ | data_out[28]$_DFFE_PP0P_ | 9.99 | 25
hold / removal | b[31]$_DFFE_PN_ | a[31]$_DFFE_PN_ | 0.45 | 0
min in group asynchronous | rst | state[12]$_DFF_PP0_ | 3.46 | 2
max in group asynchronous | rst | data_out[8]$_DFFE_PP0P_ | 12.85 | 3
hold reg to reg | b[31]$_DFFE_PN_ | a[31]$_DFFE_PN_ | 0.45 | 0
setup / recovery | data_in[21] | data_out[28]$_DFFE_PP0P_ | 7.47 | 24
